$ cat ./run.sh
#!/bin/bash
# OpenROAD 26Q1-2900-gdf79404cd8, Yosys 0.63+post, stock flow scripts
make -C /OpenROAD-flow-scripts/flow DESIGN_CONFIG=/design/flow/config.mk WORK_HOME=/design/flow/orfs finish
$ cat ./config.mk
export PLATFORM = sky130hd
export DESIGN_NAME = aFinalP
export DESIGN_NICKNAME = aFinalP
export VERILOG_FILES = /design/flow/design.v
export SDC_FILE = /design/flow/constraint.sdc
export NUM_CORES = 4
export LEC_CHECK = 1
export CORE_UTILIZATION = 40
export SYNTH_HDL_FRONTEND = slang
$ cat ./constraint.sdc
current_design aFinalP

set clk_period 2.6
set clk_io_pct 0.2

create_clock -name clk0 -period $clk_period [get_ports {clk}]

set non_clock_inputs [all_inputs -no_clocks]
set_input_delay [expr $clk_period * $clk_io_pct] -clock clk0 $non_clock_inputs
set_output_delay [expr $clk_period * $clk_io_pct] -clock clk0 [all_outputs]
$ cat ./design.v
module aFinalP(
    output reg [7:0] dr, dg, db,
    output reg [3:0] comm,
    input clk,
    input [3:0] btn,  
    output reg[7:0] seg,  
	 output reg[7:0] score_out
);
    parameter logic [7:0] a1 [7:0] = 
    '{8'b00111111,
      8'b11111111,
      8'b11111111,
      8'b11111111,
      8'b11111111,
      8'b11111111,
      8'b11111111,
      8'b11111111};
	parameter logic [7:0] a2 [7:0] = 
    '{8'b11111111,
      8'b00111111,
      8'b11111111,
      8'b11111111,
      8'b11111111,
      8'b11111111,
      8'b11111111,
      8'b11111111};
    parameter logic [7:0] a3 [7:0] = 
    '{8'b11001111,
		8'b11111111,
		8'b00111111,
      8'b11111111,
      8'b11111111,
      8'b11111111,
      8'b11111111,
      8'b11111111};
	parameter logic [7:0] a4 [7:0] = 
    '{8'b11111111,
		8'b11001111,
		8'b11111111,
		8'b00111111,
		8'b11111111,
      8'b11111111,
      8'b11111111,
      8'b11111111};
	parameter logic [7:0] a5 [7:0] = 
    '{8'b11110011,
		8'b11111111,
		8'b11001111,
		8'b11111111,
		8'b00111111,
		8'b11111111,
		8'b11111111,
      8'b11111111};
	parameter logic [7:0] a6 [7:0] = 
    '{8'b11111111,
      8'b11110011,
      8'b11111111,
      8'b11001111,
      8'b11111111,
      8'b00111111,
      8'b11111111,
      8'b11111111};
	parameter logic [7:0] a7 [7:0] = 
    '{8'b11111100,
      8'b11111111,
      8'b11110011,
      8'b11111111,
      8'b11001111,
      8'b11111111,
      8'b00111111,
      8'b11111111};
	parameter logic [7:0] a8 [7:0] = 
    '{8'b11111111,
      8'b11111100,
      8'b11111111,
      8'b11110011,
      8'b11111111,
      8'b11001111,
      8'b11111111,
      8'b00111111}; 
	parameter logic [7:0] a9 [7:0] = 
    '{8'b11111111,
      8'b11111111,
      8'b11111100,
      8'b11111111,
      8'b11110011,
      8'b11111111,
      8'b11001111,
      8'b11111111};
parameter logic [7:0] a10 [7:0] = 
    '{8'b11111111,
      8'b11111111,
      8'b11111111,
      8'b11111100,
      8'b11111111,
      8'b11110011,
      8'b11111111,
      8'b11001111}; 
parameter logic [7:0] a11 [7:0] = 
    '{8'b11110011,
      8'b11111111,
      8'b11111111,
      8'b11111111,
      8'b11111100,
      8'b11111111,
      8'b11110011,
      8'b11111111};
parameter logic [7:0] a12 [7:0] = 
    '{8'b11111111,
      8'b11110011,
      8'b11111111,
      8'b11111111,
      8'b11111111,
      8'b11111100,
      8'b11111111,
      8'b11110011}; 
parameter logic [7:0] a13 [7:0] = 
    '{8'b00111111,
      8'b11111111,
      8'b11110011,
      8'b11111111,
      8'b11111111,
      8'b11111111,
      8'b11111100,
      8'b11111111};
parameter logic [7:0] a14 [7:0] = 
    '{8'b11111111,
      8'b00111111,
      8'b11111111,
      8'b11110011,
      8'b11111111,
      8'b11111111,
      8'b11111111,
      8'b11111100}; 
parameter logic [7:0] a15 [7:0] = 
    '{8'b11001111,
      8'b11111111,
      8'b00111111,
      8'b11111111,
      8'b11110011,
      8'b11111111,
      8'b11111111,
      8'b11111111};
parameter logic [7:0] a16 [7:0] = 
    '{8'b11111111,
      8'b11001111,
      8'b11111111,
      8'b00111111,
      8'b11111111,
      8'b11110011,
      8'b11111111,
      8'b11111111};
parameter logic [7:0] a17 [7:0] = 
    '{8'b11111100,
      8'b11111111,
      8'b11001111,
      8'b11111111,
      8'b00111111,
      8'b11111111,
      8'b11110011,
      8'b11111111};
parameter logic [7:0] a18 [7:0] = 
    '{8'b11111111,
      8'b11111100,
      8'b11111111,
      8'b11001111,
      8'b11111111,
      8'b00111111,
      8'b11111111,
      8'b11110011}; 
parameter logic [7:0] a19 [7:0] = 
    '{8'b11110011,
      8'b11111111,
      8'b11111100,
      8'b11111111,
      8'b11001111,
      8'b11111111,
      8'b00111111,
      8'b11111111};
parameter logic [7:0] a20 [7:0] = 
    '{8'b11111111,
      8'b11110011,
      8'b11111111,
      8'b11111100,
      8'b11111111,
      8'b11001111,
      8'b11111111,
      8'b00111111}; 
parameter logic [7:0] a21 [7:0] = 
    '{8'b11110011,
      8'b11111111,
      8'b11110011,
      8'b11111111,
      8'b11111100,
      8'b11111111,
      8'b11001111,
      8'b11111111};
parameter logic [7:0] a22 [7:0] = 
    '{8'b11111100,
      8'b11110011,
      8'b11111111,
      8'b11110011,
      8'b11111111,
      8'b11111100,
      8'b11111111,
      8'b11001111}; 
parameter logic [7:0] a23 [7:0] = 
    '{8'b11001111,
      8'b11111100,
      8'b11110011,
      8'b11111111,
      8'b11110011,
      8'b11111111,
      8'b11111100,
      8'b11111111};
parameter logic [7:0] a24 [7:0] = 
    '{8'b00111111,
      8'b11001111,
      8'b11111100,
      8'b11110011,
      8'b11111111,
      8'b11110011,
      8'b11111111,
      8'b11111100}; 
parameter logic [7:0] a25 [7:0] = 
    '{8'b11001111,
      8'b00111111,
      8'b11001111,
      8'b11111100,
      8'b11110011,
      8'b11111111,
      8'b11110011,
      8'b11111111};
parameter logic [7:0] a26 [7:0] = 
    '{8'b11001111,
      8'b11111111,
      8'b00111111,
      8'b11001111,
      8'b11111100,
      8'b11110011,
      8'b11111111,
      8'b11110011}; 
parameter logic [7:0] a27 [7:0] = 
    '{8'b11110011,
      8'b11001111,
      8'b11111111,
      8'b00111111,
      8'b11001111,
      8'b11111100,
      8'b11110011,
      8'b11111111};
parameter logic [7:0] a28 [7:0] = 
    '{8'b00111111,
      8'b11110011,
      8'b11001111,
      8'b11111111,
      8'b00111111,
      8'b11001111,
      8'b11111100,
      8'b11110011}; 
parameter logic [7:0] a29 [7:0] = 
    '{8'b11111100,
      8'b00111111,
      8'b11110011,
      8'b11001111,
      8'b11111111,
      8'b00111111,
      8'b11001111,
      8'b11111100}; 
parameter logic [7:0] a30 [7:0] = 
    '{8'b11111111,
      8'b11111100,
      8'b00111111,
      8'b11110011,
      8'b11001111,
      8'b11111111,
      8'b00111111,
      8'b11001111}; 
parameter logic [7:0] a31 [7:0] = 
     '{8'b11111111,
      8'b111111111,
      8'b11111100,
      8'b00111111,
      8'b11110011,
      8'b11001111,
      8'b11111111,
      8'b00111111}; 
parameter logic [7:0] a32 [7:0] = 
    '{8'b00111111,
      8'b11111111,
      8'b11111111,
      8'b11111100,
      8'b00111111,
      8'b11110011,
      8'b11001111,
      8'b11111111};
parameter logic [7:0] a33 [7:0] = 
    '{8'b11001111,
      8'b00111111,
      8'b11111111,
      8'b11111111,
      8'b11111100,
      8'b00111111,
      8'b11110011,
      8'b11001111}; 
parameter logic [7:0] a34 [7:0] = 
    '{8'b11111111,
      8'b11001111,
      8'b00111111,
      8'b11111111,
      8'b11111111,
      8'b11111100,
      8'b00111111,
      8'b11110011}; 
parameter logic [7:0] a35 [7:0] = 
    '{8'b11110011,
      8'b11111111,
      8'b11001111,
      8'b00111111,
      8'b11111111,
      8'b11111111,
      8'b11111100,
      8'b00111111}; 
parameter logic [7:0] a36 [7:0] = 
    '{8'b11111100,
      8'b11110011,
      8'b11111111,
      8'b11001111,
      8'b00111111,
      8'b11111111,
      8'b11111111,
      8'b11111100}; 
parameter logic [7:0] a37 [7:0] = 
    '{8'b11111111,
      8'b11111100,
      8'b11110011,
      8'b11111111,
      8'b11001111,
      8'b00111111,
      8'b11111111,
      8'b11111111};
parameter logic [7:0] a38 [7:0] = 
    '{8'b11001111,
      8'b11111111,
      8'b11111100,
      8'b11110011,
      8'b11111111,
      8'b11001111,
      8'b00111111,
      8'b11111111};
parameter logic [7:0] a39 [7:0] = 
    '{8'b11111111,
      8'b11001111,
      8'b11111111,
      8'b11111100,
      8'b11110011,
      8'b11111111,
      8'b11001111,
      8'b00111111}; 
parameter logic [7:0] a40 [7:0] = 
    '{8'b00111111,
      8'b11111111,
      8'b11001111,
      8'b11111111,
      8'b11111100,
      8'b11110011,
      8'b11111111,
      8'b11001111}; 
parameter logic [7:0] a41 [7:0] = 
    '{8'b11111100,
      8'b00111111,
      8'b11111111,
      8'b11001111,
      8'b11111111,
      8'b11111100,
      8'b11110011,
      8'b11111111};
parameter logic [7:0] a42 [7:0] = 
    '{8'b11111111,
      8'b11111100,
      8'b00111111,
      8'b11111111,
      8'b11001111,
      8'b11111111,
      8'b11111100,
      8'b11110011}; 
parameter logic [7:0] a43 [7:0] = 
    '{8'b11111111,
      8'b11111111,
      8'b11111100,
      8'b00111111,
      8'b11111111,
      8'b11001111,
      8'b11111111,
      8'b11111100}; 
parameter logic [7:0] a44 [7:0] = 
    '{8'b11111111,
      8'b11111111,
      8'b11111111,
      8'b11111100,
      8'b00111111,
      8'b11111111,
      8'b11001111,
      8'b11111111};
parameter logic [7:0] a45 [7:0] = 
    '{8'b11001111,
      8'b11111111,
      8'b11111111,
      8'b11111111,
      8'b11111100,
      8'b00111111,
      8'b11111111,
      8'b11001111}; 
parameter logic [7:0] a46 [7:0] = 
    '{8'b11111111,
      8'b11001111,
      8'b11111111,
      8'b11111111,
      8'b11111111,
      8'b11111100,
      8'b00111111,
      8'b11111111};
parameter logic [7:0] a47 [7:0] = 
    '{8'b11111111,
      8'b11111111,
      8'b11001111,
      8'b11111111,
      8'b11111111,
      8'b11111111,
      8'b11111100,
      8'b00111111}; 
parameter logic [7:0] a48 [7:0] = 
    '{8'b11111111,
      8'b11111111,
      8'b11001111,
      8'b11111111,
      8'b11111111,
      8'b11111111,
      8'b11111111,
      8'b11111100}; 
parameter logic [7:0] a49 [7:0] = 
    '{8'b11111111,
      8'b11111111,
      8'b11111111,
      8'b11001111,
      8'b11111111,
      8'b11111111,
      8'b11111111,
      8'b11111111};
parameter logic [7:0] a50 [7:0] = 
    '{8'b11111111,
      8'b11111111,
      8'b11111111,
      8'b11111111,
      8'b11001111,
      8'b11111111,
      8'b11111111,
      8'b11111111};
parameter logic [7:0] a51 [7:0] = 
    '{8'b11111111,
      8'b11111111,
      8'b11111111,
      8'b11111111,
      8'b11111111,
      8'b11001111,
      8'b11111111,
      8'b11111111};
parameter logic [7:0] a52 [7:0] = 
    '{8'b11111111,
      8'b11111111,
      8'b11111111,
      8'b11111111,
      8'b11111111,
      8'b11111111,
      8'b11001111,
      8'b11111111};
parameter logic [7:0] a53 [7:0] = 
    '{8'b11111111,
      8'b11111111,
      8'b11111111,
      8'b11111111,
      8'b11111111,
      8'b11111111,
      8'b11111111,
      8'b11001111}; 
parameter logic [7:0] a54 [7:0] = 
    '{8'b11111111,
      8'b11111111,
      8'b11111111,
      8'b11111111,
      8'b11111111,
      8'b11111111,
      8'b11111111,
      8'b11111111};
parameter logic [7:0] pass [7:0] =
	'{8'b11000011,
      8'b10111101,
      8'b01111110,
      8'b01111110,
      8'b01111110,
      8'b01111110,
      8'b10111101,
      8'b11000011};
parameter logic [7:0] fail [7:0] =
    '{8'b11000011,
      8'b10111101,
      8'b01011010,
      8'b01101110,
      8'b01101110,
      8'b01011010,
      8'b10111101,
      8'b11000011};
parameter logic [7:0] pass_smile [7:0] =
	 '{8'b11000011,
      8'b10111101,
      8'b01101010,
      8'b01011110,
      8'b01011110,
      8'b01101010,
      8'b10111101,
      8'b11000011};
    reg [2:0] cnt;
	 reg [5:0] flag;
	 wire clk_div1, clk_div2, clk_div3;
	 reg [3:0] btn_pressed;
    reg [3:0] btn_stable;
    reg [3:0] btn_debounced;  
	 reg [3:0] btn_buffer1, btn_buffer2;
	 reg[7:0] score;
divfreq F0(clk, clk_div1);
divfreq2 F1(clk, clk_div2);
divfreq3 F3(clk, clk_div3);
seven_segment_display F2(score,seg);
integer i;
initial begin
    cnt = 0;
    dr = 8'b11111111;
    dg = 8'b11111111;
    db = 8'b11111111;
    comm = 4'b1000;
    flag = 6'b000000;
    btn_pressed = 0;
    score = 8'b00000000;
    btn_stable = 0;
    btn_buffer1 = 0;
    btn_buffer2 = 0;
    btn_debounced = 0;
end
always @(posedge clk) begin
    btn_buffer1 <= btn;
    btn_buffer2 <= btn_buffer1;
    btn_stable <= btn_buffer1 & btn_buffer2;
end
always @(posedge clk_div1) begin
    btn_debounced <= btn_stable;
end
always @(posedge clk_div1) begin
    if (cnt >= 7)
        cnt <= 0;
    else
        cnt <= cnt + 1;
    comm <= {1'b1, cnt};
    case (flag)
    6'b00000: dr <= a1[cnt];
    6'b000001: dr <= a2[cnt];
    6'b000010: dr <= a3[cnt];
    6'b000011: dr <= a4[cnt];
    6'b000100: dr <= a5[cnt];
    6'b000101: dr <= a6[cnt];
    6'b000110: dr <= a7[cnt];
    6'b000111: dr <= a8[cnt];
    6'b001000: dr <= a9[cnt];
    6'b001001: dr <= a10[cnt];
    6'b001010: dr <= a11[cnt];
    6'b001011: dr <= a12[cnt];
    6'b001100: dr <= a13[cnt];
    6'b001101: dr <= a14[cnt];
    6'b001110: dr <= a15[cnt];
    6'b001111: dr <= a16[cnt];
    6'b010000: dr <= a17[cnt];
    6'b010001: dr <= a18[cnt];
    6'b010010: dr <= a19[cnt];
    6'b010011: dr <= a20[cnt];
    6'b010100: dr <= a21[cnt];
    6'b010101: dr <= a22[cnt];
    6'b010110: dr <= a23[cnt];
    6'b010111: dr <= a24[cnt];
    6'b011000: dr <= a25[cnt];
    6'b011001: dr <= a26[cnt];
    6'b011010: dr <= a27[cnt];
    6'b011011: dr <= a28[cnt];
    6'b011100: dr <= a29[cnt];
    6'b011101: dr <= a30[cnt];
    6'b011110: dr <= a31[cnt];
    6'b011111: dr <= a32[cnt];
    6'b100000: dr <= a33[cnt];
    6'b100001: dr <= a34[cnt];
    6'b100010: dr <= a35[cnt];
    6'b100011: dr <= a36[cnt];
    6'b100100: dr <= a37[cnt];
    6'b100101: dr <= a38[cnt];
    6'b100110: dr <= a39[cnt];
    6'b100111: dr <= a40[cnt];
    6'b101000: dr <= a41[cnt];
    6'b101001: dr <= a42[cnt];
    6'b101010: dr <= a43[cnt];
    6'b101011: dr <= a44[cnt];
    6'b101100: dr <= a45[cnt];
    6'b101101: dr <= a46[cnt];
    6'b101110: dr <= a47[cnt];
    6'b101111: dr <= a48[cnt];
    6'b110000: dr <= a49[cnt];
    6'b110001: dr <= a50[cnt];
    6'b110010: dr <= a51[cnt];
    6'b110011: dr <= a52[cnt];
    6'b110100: dr <= a53[cnt];
    6'b110101: dr <= a54[cnt];
	 6'b110110: dg <= pass[cnt];
    6'b110111: dr <= fail[cnt];
	 6'b111000: begin dg <= pass_smile[cnt]; dr<=pass_smile[cnt]; end
    endcase
end
function check_flag_condition;
    input [5:0] flag;
    input [1:0] index;
    begin
        case (index)
            2'b00: check_flag_condition = (flag == 6'b001000 || flag == 6'b010100 || flag == 6'b011110 || 
                                           flag == 6'b001111 || flag == 6'b100011 || flag == 6'b100111 || 
                                           flag == 6'b101111);
            2'b01: check_flag_condition = (flag == 6'b001010 || flag == 6'b010110 || flag == 6'b011100 || 
                                           flag == 6'b100001 || flag == 6'b101000 || flag == 6'b101101 || 
                                           flag == 6'b110101);
            2'b10: check_flag_condition = (flag == 6'b001100 || flag == 6'b010010 || flag == 6'b011010 || 
                                           flag == 6'b011100 || flag == 6'b100010 || flag == 6'b101010);
            2'b11: check_flag_condition = (flag == 6'b001110 || flag == 6'b011000 || flag == 6'b011101 || 
                                           flag == 6'b100100 || flag == 6'b101011 || flag == 6'b110000);
            default: check_flag_condition = 0;
        endcase
    end
endfunction
always @(posedge clk_div1) begin
    if (cnt == 7) begin
        for (i = 0; i < 4; i = i + 1) begin
            if (btn_debounced[i] && !btn_pressed[i]) begin
                if (check_flag_condition(flag, i[1:0])) begin
                    score <= score + 8'b00000001;
                    btn_pressed[i] <= 1;
                end
            end
        end
        for (i = 0; i < 4; i = i + 1) begin
            if (!btn_debounced[i] && btn_pressed[i])
                btn_pressed[i] <= 0;
        end
    end
end
assign score_out = score;
always @(posedge clk_div3) begin
    if (flag == 6'b110101) begin
        if (seg == 7'b0010010) begin  
            flag <= 6'b111000;
        end else if (seg == 7'b0001000) begin  
            flag <= 6'b110110;
        end else if(seg == 7'b1000110 || seg == 7'b0000011)begin  
            flag <= 6'b110111;
        end
    end else if (flag < 6'b110101) begin
        flag <= flag + 6'b000001;
    end
end
endmodule
module divfreq(input clk, output reg clk_div1);
reg [24:0] Count;
always @(posedge clk) begin
    if (Count >= 2500) begin
        Count <= 25'b0;
        clk_div1 <= ~clk_div1;
    end else begin
        Count <= Count + 1;
    end
end
endmodule
module divfreq2(input clk, output reg clk_div2);
reg [24:0] Count;
always @(posedge clk) begin
    if (Count >= 25000000) begin
        Count <= 25'b0;
        clk_div2 <= ~clk_div2;
    end else begin
        Count <= Count + 1;
    end
end
endmodule
module divfreq3(input clk, output reg clk_div3);
reg [24:0] Count;
always @(posedge clk) begin
    if (Count >= 15000000) begin
        Count <= 25'b0;
        clk_div3 <= ~clk_div3;
    end else begin
        Count <= Count + 1;
    end
end
endmodule
module seven_segment_display(
    input [7:0] score,
    output reg [6:0] segments
);
    always @(*) begin
        if (score >= 8'b00000000 && score <= 8'b00000100)  
            segments = 7'b1000110;  
        else if (score >= 8'b00000101 && score <= 8'b00001110)  
            segments = 7'b0000011;  
        else if (score >= 8'b00001111 && score <= 8'b00010100)  
            segments = 7'b0001000;  
        else if (score >= 8'b00010101 && score <= 8'b00011001)  
            segments = 7'b0010010;  
        else
            segments = 7'b1111111;  
    end
endmodule
==> summary.rpt <==
FLOW METRICS REPORT
----------------------------------------------------
[Clocking]
  Later-pin clock latency in the skew report ........................ 0.32 ns
  # Post-CTS Setup Buffers ........................ 0
  TritonCTS clock tree ........................ built
  Root buf cell ........................ clkbuf_16
  H-tree depth ........................ 3
  Clock-pin transition on the worst setup and hold timing paths ........................ approximately 0.050 ns
  Clock buffers created by TritonCTS ........................ 9
  Cell resize tally after clock tree synthesis ........................ 0
  Count of hold buffers inserted by post-cts repair ........................ 0
  Number of buffers between clock root and the deepest sink ........................ 2

[Global routing]
  Initial antenna violation count ........................ 0
  Wire length of the first global-routing pass ........................ 30600 um
  Total grt overflow ........................ 0
  Global-route usage over all layers ........................ 0.200
  Vias in the first global route ........................ between 5000 and 6000
  Pin count of the biggest net entering global routing ........................ about 80

[Timing]
  Fin Setup TNS ........................ 0 ns
  Number of setup violations in the final report ........................ 0
  Setup repair after global routing missed its margin ........................ false
  Slew at the pin closest to its max-slew limit ........................ 0.842 ns
  Post-Route Skew ........................ around 0.0043 ns
  Final cycle utilization of the critical path ........................ 0.768
  Headroom to the max-slew limit ........................ 0.437
  Final worst path period need ........................ 2.00 ns
  Count of unclocked register or latch pins ........................ 77
  Endpoints left unconstrained ........................ 142
  Max Fclk ........................ between 500 and 600 MHz
  Fin. max-slew vios ........................ 0
  Hold violation total from the final report ........................ 0

[Logic synthesis]
  Primary FF master, synth ........................ dfxtp_1
  Most common library cells after synthesis ........................ dfxtp_1, nor2_1, nand2_1
  Top area cell types ........................ dfxtp_1, edfxtp_1, ha_1
  Total standard cell area after synthesis ........................ 7790 sq um
  Number of cells in Yosys stat ........................ 867
  Top-count cell post-synth ........................ dfxtp_1
  Count of state elements after synthesis ........................ 141
  Dominant cell type by area after synthesis ........................ dfxtp_1
  Synthesis area per yosys ........................ around 7800 sq um
  Post-synth tally of flip-flops with integrated enable ........................ 33
  Average size of a mapped cell ........................ 8.99 sq um
  Top cell area share ........................ 0.277
  Synth cell types ........................ 95
  Synth Seq Share ........................ 0.405
  Synth Warn # ........................ 0
  Async S/R FF share, synth ........................ 0
  Cells after synthesis ........................ 867

[Finish]
  Design Area, Final ........................ 8530 sq um
  Fraction of final layout cells with drive strength greater than 1 ........................ 0.0589
  Post-layout util ........................ 0.452
  Count of non-filler cells in the finished layout ........................ between 1000 and 1500
  Area growth syn-to-layout ........................ 9.49%

[Drt]
  Avg Vias per Cell ........................ around 5.5
  Average wire per standard cell ........................ 16.8 um
  # diodes ........................ 0
  Total wire length after detailed routing ........................ 19200 um
  Number of DRC markers after the initial detailed-route iteration ........................ 698
  Vias after detailed routing ........................ 6316
  Final antenna-violating net count ........................ 0
  Pre-Repair DR Iteration Count ........................ 5
  Total DRC errors in the routed layout ........................ 0

[Floorplanning]
  Area of the core ........................ 18900 sq um
  Die ar. ........................ 20000 sq um
  Top Ports ........................ 49
  Vertical die size ........................ 142 um
  Die outline width ........................ 142 um
  Row Count ........................ 50
  Pre-placement core utilization ........................ 0.413

[Power]
  Static leakage ........................ 3.23 nW
  Worst vdd ir ........................ approximately 0.54 mV
  PnR Total Power ........................ 0.00231 W
  Total power per unit cell area ........................ 271 nW/um^2

[Critical path]
  Reg-to-reg critical path endpoint ........................ F3.clk_div3
  Critical Path, Cell by Cell ........................ nand3_1, a21oi_1, o31ai_1, nand2_1, a41o_1
  Startpoint of the worst register-to-register path ........................ F3.Count[6]
  Crit Path Max Fanout ........................ 25
  Kind of critical path ........................ register to register
  Required time at the endpoint of the critical path ........................ roughly 2.6 ns
  Reg-to-reg slack, setup ........................ 0.60 ns
  Critical Path AT ........................ 1.95 ns
  Maximum cell stage delay along the critical path ........................ roughly 0.73 ns
  Type of element launching the critical path ........................ register
  Master of the slowest instance on the critical path ........................ a41o_1
  Endpoint class of the critical path ........................ register
  Depth of the worst register-to-register path ........................ 5

[Run status]
  Result of the run ........................ finished, final reports clean

[Min path]
  Min-Delay Path Class ........................ register to register
  Worst hold path depth ........................ 0
  Hold endpoint ........................ btn_buffer2[2]
  Critical hold path startpoint ........................ btn_buffer1[2]

[Run]
  Tool Warnings ........................ a little over 40
  Number of max-cap violations ........................ 0

[Place]
  DP Area ........................ around 8200 sq um
  Final weighted congestion in routability-driven placement ........................ 1.02
  Number of placed cells counting well taps ........................ about 1100
  Post-DP HPWL ........................ 13400 um
  Number of I/O port buffers ........................ 38

----------------------------------------------------
per-layer routing:
metal | track usage | share of wire | wire, um | vias to the layer above
met5 | 0 | 0 | 0 | -
met4 | 0.0724 | 0.038 | 738 | 0
met3 | 0.0320 | 0.082 | 1570 | 60
met2 | 0.292 | 0.43 | 8300 | 285
met1 | 0.310 | 0.45 | 8630 | 2883
li1 | - | - | - | 3088
worst max-delay path, delay by kind of cell, from the launching register on:
| kind | cells | cell delay, ns |
|---|---|---|
| compound gates | 3 | 1.00 |
| flops | 1 | 0.37 |
| simple gates | 2 | 0.27 |
through the flow:
stage	worst slack [ns]	hold WS, ns
finish	0.603	0.343
global route	0.359	0.352
CTS	0.602	0.347
detailed placement	0.590	0.336
global placement	0.596	0.334
floorplan	0.781	0.324
logic make-up (layout without fill, tap and decap cells):
| family | count (synthesis) | count (layout) | synth area share |
|---|---|---|---|
| other | 2 | 24 | 0.000964 |
| xor gates and xnor gates | 45 | 45 | 0.0506 |
| adders and majority gates | 26 | 26 | 0.0417 |
| buffers and inverters | 126 | 120 | 0.0856 |
| DFF | 141 | 141 | 0.405 |
| and+or+nand+nor | 352 | 352 | 0.245 |
| AOI/OAI and AO/OA | 167 | 167 | 0.161 |
| muxes | 8 | 8 | 0.0108 |
cell type report:
cell class | instances | area, sq um
Fill cell | 1852 | 10400
Multi-Input combinational cell | 622 | 4060
Sequential cell | 141 | 3150
Timing Repair Buffer | 49 | 463
Tap cell | 260 | 325
Clock buffer | 15 | 299
Inverter | 55 | 206
Clock inverter | 1 | 30.0
layout by cell type, fill, tap and decap left out, types with 24 or more instances in the layout:
cell | synthesis | routed
nand3_1 | 45 | 45
a21oi_1 | 32 | 32
inv_1 | 54 | 54
dfxtp_1 | 108 | 108
edfxtp_1 | 33 | 33
clkdlybuf4s50_1 | 0 | 38
ha_1 | 26 | 26
nor2_1 | 78 | 78
conb_1 | 2 | 24
nand2_1 | 65 | 65
report_power, final:
group | switching [W] | leakage (nW) | internal, W
registers | 0.0000115 | 1.20 | 0.00102
clock network | 0.000372 | 0.161 | 0.000877
logic | 0.0000156 | 1.87 | 0.0000127
total | 0.000399 | 3.23 | 0.00191
worst max path at each step:
stage / cells after the start / slack (ns) / from / end
6_report: 5 / 0.60 / F3.Count[6] / F3.clk_div3
5_1_grt: 5 / 0.36 / F3.Count[6] / F3.clk_div3
4_1_cts: 5 / 0.60 / F3.Count[6] / F3.clk_div3
No activity file was given, so power comes from the tool's default toggle rates.
